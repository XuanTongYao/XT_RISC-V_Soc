## flow/run.sh

```bash
#!/bin/bash
# OpenROAD 26Q1-2900-gdf79404cd8, Yosys 0.63+post, stock flow scripts
make -C /OpenROAD-flow-scripts/flow DESIGN_CONFIG=/design/flow/config.mk WORK_HOME=/design/flow/orfs finish
```

## flow/config.mk

```make
export PLATFORM = sky130hd
export DESIGN_NAME = FIFO_SC
export DESIGN_NICKNAME = FIFO_SC
export VERILOG_FILES = /design/flow/design.v
export SDC_FILE = /design/flow/constraint.sdc
export NUM_CORES = 4
export LEC_CHECK = 1
export CORE_UTILIZATION = 40
```

## flow/constraint.sdc

```tcl
current_design FIFO_SC

set clk_period 2.7
set clk_io_pct 0.2

create_clock -name clk0 -period $clk_period [get_ports {clk}]

set non_clock_inputs [all_inputs -no_clocks]
set_input_delay [expr $clk_period * $clk_io_pct] -clock clk0 $non_clock_inputs
set_output_delay [expr $clk_period * $clk_io_pct] -clock clk0 [all_outputs]
```

## flow/design.v

```verilog
package Utils_Pkg;
endpackage
interface int_source_if (
    input mextern_int,
    input msoftware_int,
    input mtimer_int,
    input [30:0] custom_int_code   
);
  modport hart(input mextern_int, msoftware_int, mtimer_int, custom_int_code);
endinterface
package Exception_Pkg;
  localparam int USED_CODE_LEN = 5;
  localparam bit [USED_CODE_LEN-1:0] INST_ADDR_MISALIGNED = 'd0;
  localparam bit [USED_CODE_LEN-1:0] INST_ACCESS_FAULT = 'd1;
  localparam bit [USED_CODE_LEN-1:0] ILLEGAL_INST = 'd2;
  localparam bit [USED_CODE_LEN-1:0] BREAKPOINT = 'd3;
  localparam bit [USED_CODE_LEN-1:0] LOAD_ADDRESS_MISALIGNED = 'd4;
  localparam bit [USED_CODE_LEN-1:0] LOAD_ACCESS_FAULT = 'd5;
  localparam bit [USED_CODE_LEN-1:0] STORE_AMO_ADDRESS_MISALIGNED = 'd6;
  localparam bit [USED_CODE_LEN-1:0] STORE_AMO_ACCESS_FAULT = 'd7;
  localparam bit [USED_CODE_LEN-1:0] ECALL_FROM_U_MODE = 'd8;
  localparam bit [USED_CODE_LEN-1:0] ECALL_FROM_S_MODE = 'd9;
  localparam bit [USED_CODE_LEN-1:0] ECALL_FROM_M_MODE = 'd11;
  localparam bit [USED_CODE_LEN-1:0] INST_PAGE_FAULT = 'd12;
  localparam bit [USED_CODE_LEN-1:0] LOAD_PAGE_FAULT = 'd13;
  localparam bit [USED_CODE_LEN-1:0] STORE_AMO_PAGE_FAULT = 'd15;
  localparam bit [USED_CODE_LEN-1:0] DOUBLE_TRAP = 'd16;
  localparam bit [USED_CODE_LEN-1:0] SOFTWARE_CHECK = 'd18;
  localparam bit [USED_CODE_LEN-1:0] HARDWARE_ERROR = 'd19;
  localparam bit [30:0] MACHINE_SOFTWARE_INT = 31'd3;
  localparam bit [30:0] MACHINE_TIMER_INT = 31'd7;
  localparam bit [30:0] MACHINE_EXTERNAL_INT = 31'd11;
  localparam bit [30:0] COUNTER_OVERFLOW_INT = 31'd13;
  typedef struct packed {
    logic raise;
    logic [USED_CODE_LEN-1:0] code;
  } exception_t;
endpackage
package M_Inst_Pkg;
  localparam bit [6:0] RV32M_OP_M = 7'b0110011;
  localparam bit [2:0] RV32M_MUL = 3'b000;
  localparam bit [2:0] RV32M_MULH = 3'b001;
  localparam bit [2:0] RV32M_MULHSU = 3'b010;
  localparam bit [2:0] RV32M_MULHU = 3'b011;
  localparam bit [2:0] RV32M_DIV = 3'b100;
  localparam bit [2:0] RV32M_DIVU = 3'b101;
  localparam bit [2:0] RV32M_REM = 3'b110;
  localparam bit [2:0] RV32M_REMU = 3'b111;
  localparam bit [6:0] RV64M_OP_M = 7'b0111011;
  localparam bit [2:0] RV64M_MULW = 3'b000;
  localparam bit [2:0] RV64M_DIVW = 3'b100;
  localparam bit [2:0] RV64M_DIVUW = 3'b101;
  localparam bit [2:0] RV64M_REMW = 3'b110;
  localparam bit [2:0] RV64M_REMUW = 3'b111;
endpackage
package RV32I_Inst_Pkg;
  localparam bit [6:0] RV32I_OP_R = 7'b0110011;
  localparam bit [2:0] RV32I_ADD_SUB = 3'b000;
  localparam bit [2:0] RV32I_SLL = 3'b001;
  localparam bit [2:0] RV32I_SLT = 3'b010;
  localparam bit [2:0] RV32I_SLTU = 3'b011;
  localparam bit [2:0] RV32I_XOR = 3'b100;
  localparam bit [2:0] RV32I_SRL_SRA = 3'b101;
  localparam bit [2:0] RV32I_OR = 3'b110;
  localparam bit [2:0] RV32I_AND = 3'b111;
  localparam bit [6:0] RV32I_OP_I = 7'b0010011;
  localparam bit [2:0] RV32I_ADDI = 3'b000;
  localparam bit [2:0] RV32I_SLTI = 3'b010;
  localparam bit [2:0] RV32I_SLTIU = 3'b011;
  localparam bit [2:0] RV32I_XORI = 3'b100;
  localparam bit [2:0] RV32I_ORI = 3'b110;
  localparam bit [2:0] RV32I_ANDI = 3'b111;
  localparam bit [2:0] RV32I_SLLI = 3'b001;
  localparam bit [2:0] RV32I_SRLI_SRAI = 3'b101;
  localparam bit [6:0] RV32I_OP_L = 7'b0000011;
  localparam bit [2:0] RV32I_LB = 3'b000;
  localparam bit [2:0] RV32I_LH = 3'b001;
  localparam bit [2:0] RV32I_LW = 3'b010;
  localparam bit [2:0] RV32I_LBU = 3'b100;
  localparam bit [2:0] RV32I_LHU = 3'b101;
  localparam bit [6:0] RV32I_OP_JALR = 7'b1100111;
  localparam bit [6:0] RV32I_OP_FENCE = 7'b0001111;
  localparam bit [6:0] RV32I_OP_S = 7'b0100011;
  localparam bit [2:0] RV32I_SB = 3'b000;
  localparam bit [2:0] RV32I_SH = 3'b001;
  localparam bit [2:0] RV32I_SW = 3'b010;
  localparam bit [6:0] RV32I_OP_B = 7'b1100011;
  localparam bit [2:0] RV32I_BEQ = 3'b000;
  localparam bit [2:0] RV32I_BNE = 3'b001;
  localparam bit [2:0] RV32I_BLT = 3'b100;
  localparam bit [2:0] RV32I_BGE = 3'b101;
  localparam bit [2:0] RV32I_BLTU = 3'b110;
  localparam bit [2:0] RV32I_BGEU = 3'b111;
  localparam bit [6:0] RV32I_OP_LUI = 7'b0110111;
  localparam bit [6:0] RV32I_OP_AUIPC = 7'b0010111;
  localparam bit [6:0] RV32I_OP_JAL = 7'b1101111;
  localparam bit [6:0] RV32I_OP_SYSTEM = 7'b1110011;
  localparam bit [2:0] RV32I_PRIVILEGED = 3'b000;
  localparam bit [11:0] RV32I_FUNCT12_ECALL = 12'b0000000_00000;
  localparam bit [11:0] RV32I_FUNCT12_EBREAK = 12'b0000000_00001;
  localparam bit [11:0] RV32I_FUNCT12_SRET = 12'b0001000_00010;
  localparam bit [11:0] RV32I_FUNCT12_MRET = 12'b0011000_00010;
  localparam bit [11:0] RV32I_FUNCT12_WFI = 12'b0001000_00101;
  localparam bit [11:0] RV32I_FUNCT12_VMA = 12'b0001001_00000;
  localparam bit [2:0] ZICSR_CSRRW = 3'b001;
  localparam bit [2:0] ZICSR_CSRRS = 3'b010;
  localparam bit [2:0] ZICSR_CSRRC = 3'b011;
  localparam bit [2:0] ZICSR_CSRRWI = 3'b101;
  localparam bit [2:0] ZICSR_CSRRSI = 3'b110;
  localparam bit [2:0] ZICSR_CSRRCI = 3'b111;
  localparam bit [31:0] INST_NOP = 32'h00000013;
  localparam bit [31:0] INST_MRET = 32'h30200073;
  localparam bit [31:0] INST_RET = 32'h00008067;
  typedef struct packed {
    logic [6:0] funct7;
    logic [4:0] rs2;
  } low_unpack_t;
  typedef union packed {
    logic [11:0] imm;
    low_unpack_t unpack;
  } low_area_t;
  typedef struct packed {
    low_area_t  low_area;
    logic [4:0] rs1;
    logic [2:0] funct3;
  } upper_unpack_t;
  typedef union packed {
    logic [19:0]   imm;
    upper_unpack_t unpack;
  } upper_area_t;
  typedef struct packed {
    upper_area_t upper_area;
    logic [4:0]  rd_area;
    logic [6:0]  opcode;
  } rv32i_inst_t;
  localparam bit [4:0] X1_RA = 5'd1;
  localparam bit [4:0] X2_SP = 5'd2;
  localparam bit [4:0] X3_GP = 5'd3;
  localparam bit [4:0] X4_TP = 5'd4;
endpackage
module FIFO_SC #(
    parameter int WIDTH = 8,
    parameter int DEPTH = 4,
    parameter bit SHOW_AHEAD = 1,
    parameter int ALMOST_FULL_THRESHOLD = 0,
    parameter int ALMOST_EMPTY_THRESHOLD = 0
) (
    input clk,
    input rst,
    input wen,
    input ren,
    input [WIDTH-1:0] data,
    output logic [WIDTH-1:0] q,
    output logic almost_full,
    output logic full,
    output logic almost_empty,
    output logic empty
);
  localparam int TRUE_DEPTH = DEPTH <= 4 ? 4 : 1 << $clog2(DEPTH);
  localparam int PTR_WIDTH = $clog2(TRUE_DEPTH);
  logic [PTR_WIDTH-1:0] write_ptr, read_ptr;
  logic [PTR_WIDTH:0] count;
  logic [  WIDTH-1:0] fifo  [TRUE_DEPTH];
  assign full = count == TRUE_DEPTH[PTR_WIDTH:0];
  wire write_valid = wen && !full;
  always_ff @(posedge clk, posedge rst) begin
    if (rst) begin
      write_ptr <= 0;
    end else if (write_valid) begin
      write_ptr <= write_ptr + 1;
    end
  end
  always_ff @(posedge clk) begin
    if (write_valid) begin
      fifo[write_ptr] <= data;
    end
  end
  assign empty = count == 0;
  wire read_valid = ren && !empty;
  wire [PTR_WIDTH-1:0] next_read_ptr = read_ptr + 'd1;
  always_ff @(posedge clk, posedge rst) begin
    if (rst) begin
      read_ptr <= 0;
    end else if (read_valid) begin
      read_ptr <= next_read_ptr;
    end
  end
  generate
    if (SHOW_AHEAD) begin : g_show_ahead
      always_ff @(posedge clk) begin
        if (empty) begin
          if (wen) q <= data;
        end else if (read_valid) begin
          q <= fifo[next_read_ptr];
        end
      end
    end else begin : g_normal
      always_ff @(posedge clk) begin
        if (read_valid) begin
          q <= fifo[read_ptr];
        end
      end
    end
  endgenerate
  always_ff @(posedge clk, posedge rst) begin
    if (rst) begin
      count <= 0;
    end else if (write_valid && !read_valid) begin
      count <= count + 'd1;
    end else if (!write_valid && read_valid) begin
      count <= count - 'd1;
    end
  end
  generate
    if (0 < ALMOST_FULL_THRESHOLD && ALMOST_FULL_THRESHOLD <= TRUE_DEPTH) begin : g_almost_full
      assign almost_full = count >= ALMOST_FULL_THRESHOLD[PTR_WIDTH:0];
    end else begin : g_non_almost_full
      assign almost_full = 0;
    end
  endgenerate
  generate
    if (0 < ALMOST_EMPTY_THRESHOLD && ALMOST_EMPTY_THRESHOLD <= TRUE_DEPTH) begin : g_almost_empty
      assign almost_empty = count <= ALMOST_EMPTY_THRESHOLD[PTR_WIDTH:0];
    end else begin : g_non_almost_empty
      assign almost_empty = 0;
    end
  endgenerate
endmodule
```

==> impl_metrics.ini <==
; generated from flow reports
[run_status]
status = complete, no violations

[drt]
firstDrtPassIters = 4
drt.antenna.violating_nets = 0
met2_length_mm = 1.474
met1_length_mm = 1.300
met3_length_um = 335
routed.top_layer = met4
num_antenna_cells = 0
routed_via_density = 4.676
wl_per_cell_um = 15.05
drtIter0Drc = 29
remaining_drc_errors = 0
drt-total-wl_mm = 3.160
dr_total_vias = 982

[run]
warnings = 28
cap_violations = 0

[layout]
fillers = 404
final_cells = 210
syn2layout_area_growth_pct = 17.76
drive_gt1_share_pct = 14.69

[cts]
postCtsSetupRepairBufs = 0
cts_made_buffers = 5
clock-root-buffer = clkbuf_8
clkTransAtPathRegs_ps = 80
cts_resized = 0
clock_path_buffers = 2
cts-hold-fix-buffers = 0
htreeDepth = 2
worstSkewPairLatency_ps = 290
cts.sinks = 47
cts_tree = done

[synthesis]
top_area_cell = edfxtp_1
synth.distinct_cells = 24
topCellsByArea = edfxtp_1 61%, dfrtp_1 8.9%, mux4_2 6.8%, nand2_1 4.9%, ha_1 3.2%
async_reset_ff_share_pct = 14.89
yosys_register_bits = 47
yosys.area.top_type_share_pct = 60.88
ys_seq_share_pct = 69.75
postSynthAreaPerCell_um2 = 16.86
syn_area_um2 = 1973
common_cells = 40 x edfxtp_1, 26 x nand2_1, 7 x dfrtp_1
ys_warn_count = 1
ys_chip_area_um2 = 1973
yosys_cells = 117
yosysMostFrequentCell = edfxtp_1
edf_count = 40
ys.flop_type = edfxtp_1
syn_inst = 117

[timing]
min_period_over_period_pct = 86.87
fin_crit_ps = 2346
final-setup-viol-count = 0
rsz0062_at_grt = false
finalSetupTns_ps = 0
finClkSkew_ps = 5.657
layout_setup_ws_ps = 354.4
slew_viol_final = 0
max_freq_ghz = 0.4263
final_hold_viol_count = 0
tightest_slew_ps = 580.9
slew_headroom_pct = 61.27

[global_routing]
grt_antenna_before_repair = 0
grt_pass1_vias = 991
grt_usage_pct = 14.07
overflow = 0
grt_max_degree = 15
grt_first_pass_wirelength_mm = 4.899

[pwr]
powerDensity_nw_per_um2 = 1014
sequentialPowerShare_pct = 51.2
clockPowerShare_pct = 17.0
p_sw_share_pct = 28.84
comb_power_share_pct = 31.8
leakage_nw = 0.8528
peakVddDrop_mv = 0.5161
netSwitchingPower_w = 0.0006793
internal-power_w = 0.001676

[floorplanning]
die_w_um = 72.24
initial_core_util_pct = 41.77
io_pins = 24
die-area_um2 = 5218
chipHeight_um = 72.24
rows = 25
core_region_area_um2 = 4723

[setup_path]
critical_path_depth = 3
cp_slowest_stage_delay_ps = 510
r2r_cells = 8
critPathMaxFanout = 11
path_delay_family = buffers and inverters
setup.worst_path.end_class = output port
critical_path_class = flip-flop to output port
worst_setup_path_start_kind = flip-flop
cp_slowest_cell = or3_4
crit_chain = or3_4 > clkinv_1 > clkdlybuf4s50_1
path_buffers = 2
required_ps = 2160
worstPathArrival_ps = 1810

[placement]
dpl.hpwl_mm = 2.036
gp_congestion = 0.7138
dp_cells = 202
dp_slack_ps = 375.7
portBuffers = 21

[worst_hold_path]
hp-class = input pin to async pin
[metal layers]
layer | track usage, % | vias up
li1 | - | 465
met1 | 20.43 | 471
met2 | 19.94 | 41
met3 | 9.155 | 5
met4 | 1.525 | 0
met5 | 0 | -
[worst register-to-register path, delay by kind of cell (launching register included)]
kind | cells | cell delay, ps
and+or+nand+nor | 3 | 740
adders and majority gates | 2 | 540
DFF | 1 | 450
xor gates and xnor gates | 2 | 300
buffers and inverters | 1 | 60
[cells in the final DEF, fill, tap and decap left out, types with 2 or more instances in the layout]
| master | netlist | routed |
|---|---|---|
| nand2_1 | 26 | 26 |
| edfxtp_1 | 40 | 40 |
| mux4_2 | 6 | 6 |
| xor2_1 | 2 | 2 |
| mux4_1 | 2 | 2 |
| dfrtp_1 | 7 | 7 |
| clkbuf_8 | 0 | 5 |
| conb_1 | 1 | 2 |
| xnor2_1 | 4 | 4 |
| and2_1 | 4 | 4 |
| clkdlybuf4s50_1 | 0 | 21 |
| ha_1 | 5 | 5 |
| inv_1 | 4 | 4 |
| buf_4 | 2 | 2 |
[metrics by stage]
stage / total power [W] / utilization (%) / hold slack, ps / instance area (um^2)
detailed placement: 0.001997 / 47.39 / 482.1 / 2238
global route: 0.002533 / 49.19 / 485.8 / 2323
finish: 0.002356 / 49.19 / 478.7 / 2323
CTS: 0.002402 / 49.19 / 478.6 / 2323
global placement: 0.001973 / 47.39 / 472.4 / 2238
floorplan: 0.001697 / - / 343.4 / 1977
[flip-flops by register name, indices dropped and copies added (netlist names)]
signal,flops
write_ptr,2
count,3
read_ptr,2
q,8
fifo,32
[final timing paths]
kind,from,endpoint,slack (ps)
setup reg to reg,count[0],count[2],540
setup / recovery,count[0],empty,350
max in group asynchronous,rst,count[0],2000
hold / removal,rst,write_ptr[1],480
hold reg to reg,count[2],count[2],490
min in group clk0,count[2],count[2],490
[layout make-up]
type	count	area [um^2]	share of cell area, %
Clock inverter	2	12.51	0.5385
Inverter	5	18.77	0.8078
Tap cell	67	83.83	3.608
Clock buffer	6	72.57	3.123
Timing Repair Buffer	23	225.2	9.693
Sequential cell	47	1376	59.24
Multi-Input combinational cell	60	534.3	22.99
[power groups by stage]
stage	Sequential (W)	Combinational, W	Clock, W
4_1_cts	0.00121	0.000769	0.000420
5_1_grt	0.00124	0.000841	0.000453
6_report	0.00121	0.000749	0.000400
[cell families after synthesis]
group,Yosys count,synth area share (%)
xor gates and xnor gates,6,2.663
adders and majority gates,6,4.185
buffers and inverters,11,3.360
DFF,47,69.75
muxes,10,10.84
other,1,0.1901
and+or+nand+nor,36,9.004
Power is estimated from default activity; no workload was simulated.
