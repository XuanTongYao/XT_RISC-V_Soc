==> ./design.v <==
package Utils_Pkg;
endpackage
interface int_source_if (
    input mextern_int,
    input msoftware_int,
    input mtimer_int,
    input [30:0] custom_int_code   
);
  modport hart(input mextern_int, msoftware_int, mtimer_int, custom_int_code);
endinterface
package Exception_Pkg;
  localparam int USED_CODE_LEN = 5;
  localparam bit [USED_CODE_LEN-1:0] INST_ADDR_MISALIGNED = 'd0;
  localparam bit [USED_CODE_LEN-1:0] INST_ACCESS_FAULT = 'd1;
  localparam bit [USED_CODE_LEN-1:0] ILLEGAL_INST = 'd2;
  localparam bit [USED_CODE_LEN-1:0] BREAKPOINT = 'd3;
  localparam bit [USED_CODE_LEN-1:0] LOAD_ADDRESS_MISALIGNED = 'd4;
  localparam bit [USED_CODE_LEN-1:0] LOAD_ACCESS_FAULT = 'd5;
  localparam bit [USED_CODE_LEN-1:0] STORE_AMO_ADDRESS_MISALIGNED = 'd6;
  localparam bit [USED_CODE_LEN-1:0] STORE_AMO_ACCESS_FAULT = 'd7;
  localparam bit [USED_CODE_LEN-1:0] ECALL_FROM_U_MODE = 'd8;
  localparam bit [USED_CODE_LEN-1:0] ECALL_FROM_S_MODE = 'd9;
  localparam bit [USED_CODE_LEN-1:0] ECALL_FROM_M_MODE = 'd11;
  localparam bit [USED_CODE_LEN-1:0] INST_PAGE_FAULT = 'd12;
  localparam bit [USED_CODE_LEN-1:0] LOAD_PAGE_FAULT = 'd13;
  localparam bit [USED_CODE_LEN-1:0] STORE_AMO_PAGE_FAULT = 'd15;
  localparam bit [USED_CODE_LEN-1:0] DOUBLE_TRAP = 'd16;
  localparam bit [USED_CODE_LEN-1:0] SOFTWARE_CHECK = 'd18;
  localparam bit [USED_CODE_LEN-1:0] HARDWARE_ERROR = 'd19;
  localparam bit [30:0] MACHINE_SOFTWARE_INT = 31'd3;
  localparam bit [30:0] MACHINE_TIMER_INT = 31'd7;
  localparam bit [30:0] MACHINE_EXTERNAL_INT = 31'd11;
  localparam bit [30:0] COUNTER_OVERFLOW_INT = 31'd13;
  typedef struct packed {
    logic raise;
    logic [USED_CODE_LEN-1:0] code;
  } exception_t;
endpackage
package M_Inst_Pkg;
  localparam bit [6:0] RV32M_OP_M = 7'b0110011;
  localparam bit [2:0] RV32M_MUL = 3'b000;
  localparam bit [2:0] RV32M_MULH = 3'b001;
  localparam bit [2:0] RV32M_MULHSU = 3'b010;
  localparam bit [2:0] RV32M_MULHU = 3'b011;
  localparam bit [2:0] RV32M_DIV = 3'b100;
  localparam bit [2:0] RV32M_DIVU = 3'b101;
  localparam bit [2:0] RV32M_REM = 3'b110;
  localparam bit [2:0] RV32M_REMU = 3'b111;
  localparam bit [6:0] RV64M_OP_M = 7'b0111011;
  localparam bit [2:0] RV64M_MULW = 3'b000;
  localparam bit [2:0] RV64M_DIVW = 3'b100;
  localparam bit [2:0] RV64M_DIVUW = 3'b101;
  localparam bit [2:0] RV64M_REMW = 3'b110;
  localparam bit [2:0] RV64M_REMUW = 3'b111;
endpackage
package RV32I_Inst_Pkg;
  localparam bit [6:0] RV32I_OP_R = 7'b0110011;
  localparam bit [2:0] RV32I_ADD_SUB = 3'b000;
  localparam bit [2:0] RV32I_SLL = 3'b001;
  localparam bit [2:0] RV32I_SLT = 3'b010;
  localparam bit [2:0] RV32I_SLTU = 3'b011;
  localparam bit [2:0] RV32I_XOR = 3'b100;
  localparam bit [2:0] RV32I_SRL_SRA = 3'b101;
  localparam bit [2:0] RV32I_OR = 3'b110;
  localparam bit [2:0] RV32I_AND = 3'b111;
  localparam bit [6:0] RV32I_OP_I = 7'b0010011;
  localparam bit [2:0] RV32I_ADDI = 3'b000;
  localparam bit [2:0] RV32I_SLTI = 3'b010;
  localparam bit [2:0] RV32I_SLTIU = 3'b011;
  localparam bit [2:0] RV32I_XORI = 3'b100;
  localparam bit [2:0] RV32I_ORI = 3'b110;
  localparam bit [2:0] RV32I_ANDI = 3'b111;
  localparam bit [2:0] RV32I_SLLI = 3'b001;
  localparam bit [2:0] RV32I_SRLI_SRAI = 3'b101;
  localparam bit [6:0] RV32I_OP_L = 7'b0000011;
  localparam bit [2:0] RV32I_LB = 3'b000;
  localparam bit [2:0] RV32I_LH = 3'b001;
  localparam bit [2:0] RV32I_LW = 3'b010;
  localparam bit [2:0] RV32I_LBU = 3'b100;
  localparam bit [2:0] RV32I_LHU = 3'b101;
  localparam bit [6:0] RV32I_OP_JALR = 7'b1100111;
  localparam bit [6:0] RV32I_OP_FENCE = 7'b0001111;
  localparam bit [6:0] RV32I_OP_S = 7'b0100011;
  localparam bit [2:0] RV32I_SB = 3'b000;
  localparam bit [2:0] RV32I_SH = 3'b001;
  localparam bit [2:0] RV32I_SW = 3'b010;
  localparam bit [6:0] RV32I_OP_B = 7'b1100011;
  localparam bit [2:0] RV32I_BEQ = 3'b000;
  localparam bit [2:0] RV32I_BNE = 3'b001;
  localparam bit [2:0] RV32I_BLT = 3'b100;
  localparam bit [2:0] RV32I_BGE = 3'b101;
  localparam bit [2:0] RV32I_BLTU = 3'b110;
  localparam bit [2:0] RV32I_BGEU = 3'b111;
  localparam bit [6:0] RV32I_OP_LUI = 7'b0110111;
  localparam bit [6:0] RV32I_OP_AUIPC = 7'b0010111;
  localparam bit [6:0] RV32I_OP_JAL = 7'b1101111;
  localparam bit [6:0] RV32I_OP_SYSTEM = 7'b1110011;
  localparam bit [2:0] RV32I_PRIVILEGED = 3'b000;
  localparam bit [11:0] RV32I_FUNCT12_ECALL = 12'b0000000_00000;
  localparam bit [11:0] RV32I_FUNCT12_EBREAK = 12'b0000000_00001;
  localparam bit [11:0] RV32I_FUNCT12_SRET = 12'b0001000_00010;
  localparam bit [11:0] RV32I_FUNCT12_MRET = 12'b0011000_00010;
  localparam bit [11:0] RV32I_FUNCT12_WFI = 12'b0001000_00101;
  localparam bit [11:0] RV32I_FUNCT12_VMA = 12'b0001001_00000;
  localparam bit [2:0] ZICSR_CSRRW = 3'b001;
  localparam bit [2:0] ZICSR_CSRRS = 3'b010;
  localparam bit [2:0] ZICSR_CSRRC = 3'b011;
  localparam bit [2:0] ZICSR_CSRRWI = 3'b101;
  localparam bit [2:0] ZICSR_CSRRSI = 3'b110;
  localparam bit [2:0] ZICSR_CSRRCI = 3'b111;
  localparam bit [31:0] INST_NOP = 32'h00000013;
  localparam bit [31:0] INST_MRET = 32'h30200073;
  localparam bit [31:0] INST_RET = 32'h00008067;
  typedef struct packed {
    logic [6:0] funct7;
    logic [4:0] rs2;
  } low_unpack_t;
  typedef union packed {
    logic [11:0] imm;
    low_unpack_t unpack;
  } low_area_t;
  typedef struct packed {
    low_area_t  low_area;
    logic [4:0] rs1;
    logic [2:0] funct3;
  } upper_unpack_t;
  typedef union packed {
    logic [19:0]   imm;
    upper_unpack_t unpack;
  } upper_area_t;
  typedef struct packed {
    upper_area_t upper_area;
    logic [4:0]  rd_area;
    logic [6:0]  opcode;
  } rv32i_inst_t;
  localparam bit [4:0] X1_RA = 5'd1;
  localparam bit [4:0] X2_SP = 5'd2;
  localparam bit [4:0] X3_GP = 5'd3;
  localparam bit [4:0] X4_TP = 5'd4;
endpackage
module ClockMonitor #(
    parameter int MAX_LOCK_PERIOD = 360_000,
    parameter int POWER_ON_PERIOD = 12_000_000
) (
    input independent_clk,
    input extern_pll_rst,
    input pll_lock,
    output logic pll_rst
);
  localparam int MAX_PERIOD = POWER_ON_PERIOD >= MAX_LOCK_PERIOD ? POWER_ON_PERIOD : MAX_LOCK_PERIOD;
  localparam int WIDTH = $clog2(MAX_PERIOD);
  localparam int CNT = MAX_LOCK_PERIOD - 1;
  localparam int CNT_1 = POWER_ON_PERIOD - 1;
  logic extern_pll_rst_reg;
  logic extern_pll_rst_sync;
  logic pll_lock_reg;
  logic pll_lock_sync;
  always_ff @(posedge independent_clk) begin
    extern_pll_rst_reg <= extern_pll_rst;
    extern_pll_rst_sync <= extern_pll_rst_reg;
    pll_lock_reg <= pll_lock;
    pll_lock_sync <= pll_lock_reg;
  end
  logic reseting = 0;
  logic [WIDTH-1:0] counter;
  generate
    if (POWER_ON_PERIOD == 0) begin : gen_normal_check
      always_ff @(posedge independent_clk) begin
        if (reseting) begin
          counter <= counter + 'd1;
          if (counter == CNT) begin
            reseting <= 0;
            if (!pll_lock_sync) pll_rst <= 1;   
          end
        end else if (pll_rst && !extern_pll_rst_sync) begin
          counter  <= 0;
          pll_rst  <= 0;
          reseting <= 1;
        end else if (extern_pll_rst_sync || !pll_lock_sync) begin
          pll_rst <= 1;
        end
      end
    end else begin : gen_wait_power_on_check
      logic power_on = 0;
      logic power_stable;
      always_ff @(posedge independent_clk) begin
        if (!power_on) begin
          power_stable <= 0;
          counter <= 0;
          power_on <= 1;
          pll_rst <= 1;
        end else if (!power_stable) begin
          counter <= counter + 'd1;
          if (counter == CNT_1) power_stable <= 1;
        end else if (reseting) begin
          counter <= counter + 'd1;
          if (counter == CNT) begin
            reseting <= 0;
            if (!pll_lock_sync) pll_rst <= 1;   
          end
        end else if (pll_rst && !extern_pll_rst_sync) begin
          counter  <= 0;
          pll_rst  <= 0;
          reseting <= 1;
        end else if (extern_pll_rst_sync || !pll_lock_sync) begin
          pll_rst <= 1;
        end
      end
    end
  endgenerate
endmodule
==> ./run.sh <==
#!/bin/bash
# OpenROAD 26Q1-2900-gdf79404cd8, Yosys 0.63+post, stock flow scripts
make -C /OpenROAD-flow-scripts/flow DESIGN_CONFIG=/design/flow/config.mk WORK_HOME=/design/flow/orfs finish
==> ./config.mk <==
export PLATFORM = sky130hd
export DESIGN_NAME = ClockMonitor
export DESIGN_NICKNAME = ClockMonitor
export VERILOG_FILES = /design/flow/design.v
export SDC_FILE = /design/flow/constraint.sdc
export NUM_CORES = 4
export LEC_CHECK = 1
export CORE_UTILIZATION = 30
==> ./constraint.sdc <==
current_design ClockMonitor

set clk_period 4.9
set clk_io_pct 0.2

create_clock -name clk0 -period $clk_period [get_ports {independent_clk}]

set non_clock_inputs [all_inputs -no_clocks]
set_input_delay [expr $clk_period * $clk_io_pct] -clock clk0 $non_clock_inputs
set_output_delay [expr $clk_period * $clk_io_pct] -clock clk0 [all_outputs]
==> flow_metrics.py <==
# Synthesis and PnR figures
metrics = {
    "worst_setup_path": {
        "crit_path_start_kind": "register",
        "cp_cell_sequence": "clkdlybuf4s50_1",
        "crit_path_kind": "register to output pin",
        "cp.arrival_ns": 1.22,
        "worst-endpoint-required_ns": 3.92,
        "critical-path-max-stage-delay_ns": 0.50,
        "critical_path.n_buffers_inverters": 1,
        "depth_of_the_most_critical_reg_to_reg_path": 5,
        "cpLargestDelayFamily": "buffers and inverters",
        "worst_setup_path_end_kind": "output pin",
        "slowest_stage": "sky130_fd_sc_hd__clkdlybuf4s50_1",
        "crit_cells": 1,
        "worst-path-max-fanout": 7,
    },
    "sta": {
        "layout_worst_path_cycle_share": 0.450,
        "period_minus_slack_ns": 2.20,
        "setup_viol_count_final": 0,
        "final_worst_clock_skew_ns": 0.00391,
        "setup_repair_after_global_routing_missed_its_margin": "no",
        "report.final.slew_viol_count": 0,
        "final_critical_path_setup_slack_ns": 2.70,
        "report.final.hold_viol_count": 0,
        "worst_hold_slack_ns": 0.328,
        "fmax_ghz": 0.454,
        "slew_headroom": 0.457,
        "totalNegativeSetupSlack_ns": 0,
        "worst-slew-pin-transition_ns": 0.808,
    },
    "floorplan": {
        "chipArea_mm2": 0.00551,
        "pin_count": 4,
        "total_number_of_placement_rows": 25,
        "core_area_mm2": 0.00488,
        "floorplan.initialDensity": 0.321,
        "die_h_um": 74.2,
        "die_width_um": 74.2,
    },
    "power_and_ir_drop": {
        "static-leakage-power_nw": 0.524,
        "worst_ir_drop_vdd_mv": 0.162,
        "power.density_mw_per_mm2": 307,
    },
    "layout": {
        "layout_top_cells": "31 x sky130_fd_sc_hd__dfxtp_1, 18 x sky130_fd_sc_hd__nand2_1, 13 x sky130_fd_sc_hd__a21oi_1",
        "flow.area_growth_from_synthesis_pct": 12.0,
        "final_common_cell": "sky130_fd_sc_hd__dfxtp_1",
        "largest-register": "counter",
        "area.sequential_um2": 651,
        "drive_above_1_share": 0.0765,
        "nFillCells": 527,
        "combGateArea_um2": 865,
        "number_of_flip_flops_in_the_largest_register": 24,
    },
    "logic_synthesis": {
        "synth_chip_area_mm2": 0.00156,
        "postSynth.asyncResetShare": 0,
        "syn_area_mm2": 0.00156,
        "synth.yosys.num_cells": 180,
        "post-synth-top-area-fraction": 0.397,
        "ys.flop_type": "sky130_fd_sc_hd__dfxtp_1",
        "yosysSeqAreaShare": 0.416,
        "synthCells": 180,
        "edf_count": 1,
        "synth.ff_latch_count": 32,
        "netlist_top_cells_area": "sky130_fd_sc_hd__dfxtp_1 40%, sky130_fd_sc_hd__nand2_1 4.3%, sky130_fd_sc_hd__a21oi_1 4.2%, sky130_fd_sc_hd__or4_1 3.4%, sky130_fd_sc_hd__o311ai_0 3.4%",
        "netlist.top_cell.by_area": "sky130_fd_sc_hd__dfxtp_1",
        "synth_area_per_inst_um2": 8.69,
        "ys_types": 44,
        "synth_warnings": 1,
    },
    "global_routing": {
        "grt_first_pass_wirelength_um": 6070,
        "grt_remaining_overflow": 0,
        "vias_in_the_first_global_route": 1255,
        "antenna_violations_before_repair": 0,
        "grt_max_degree": 18,
        "track_usage": 0.143,
    },
    "route": {
        "vias_per_cell": 5.51,
        "vias": 1378,
        "detail_route.drc_violations": 0,
        "wl_um": 3480,
        "detail_route.antenna_diodes": 0,
        "ant_nets": 0,
        "drt_first_pass_iters": 4,
        "violation_count_after_the_first_detailed_routing_iteration": 66,
        "average_wire_per_standard_cell_um": 13.9,
    },
    "clock_tree": {
        "tritoncts": "done",
        "post-cts-setup-buffers": 0,
        "clkSinkCount": 32,
        "numCtsBuffers": 5,
        "clkLatencyLatePin_ns": 0.28,
        "htreeDepth": 2,
        "cts.path.max_buffers": 2,
        "cts_hold_buffers": 0,
        "cts.clk_slew.worst_paths_ns": 0.07,
        "cts-resized-gates": 0,
        "clockRootBuffer": "sky130_fd_sc_hd__clkbuf_8",
    },
    "placement": {
        "global_placement_routability_congestion": 0.786,
        "detailed_placement_wirelength_estimate_um": 2340,
        "numPortBuffers": 3,
        "dp_slack_ns": 2.74,
    },
    "outcome": {
        "run_status": "complete, no violations",
    },
    "min_path": {
        "hold_class": "register to register",
        "min_path_cells": 0,
    },
    "flow_run": {
        "stage_log_warnings": 25,
        "cap_viol_max_count": 0,
    },
}
## cell type report
class	instances	share of cell area
flip-flops and latches	32	0.371
repair buffers	3	0.0171
multi-input cells	137	0.494
clock buffers	5	0.0393
clock inverters	3	0.0243
well taps	67	0.0479
inverters	3	0.00643
## layer usage
metal	vias up	share of wire	GRT usage
met2	32	0.43	0.211
met4	0	0.017	0.0278
met3	6	0.050	0.0302
li1	702	-	-
met5	-	0	0
met1	638	0.51	0.222
## Yosys cell counts (all sizes together) (5+ instances only)
cell    count
a21oi      13
clkbuf      7
dfxtp      31
nand2      19
nand2b      5
nand3       7
nand4       6
nor2        6
nor4        6
o21ai      10
o311ai      6
or4         8
## where the power goes
group          total [W]  internal, W  switching (W)  leakage [nW]
registers       0.000272     0.000266     0.00000558         0.258
clock network   0.000250     0.000150      0.0000997        0.0541
logic          0.0000154   0.00000811     0.00000727         0.212
total           0.000537     0.000425       0.000113         0.524
## metrics by stage
stage / util / instances / power, W / cell area [um2]
floorplan: - / 180 / 0.000287 / 1560
global placement: 0.336 / 242 / 0.000293 / 1640
detailed placement: 0.336 / 242 / 0.000293 / 1640
CTS: 0.359 / 250 / 0.000545 / 1750
global route: 0.359 / 250 / 0.000560 / 1750
finish: 0.359 / 250 / 0.000537 / 1750
## cell families after synthesis
logic type / Yosys count / share of synthesized area
and+or+nand+nor: 83 / 0.318
AOI/OAI and AO/OA: 47 / 0.193
DFF: 32 / 0.416
buffers and inverters: 11 / 0.0312
muxes: 4 / 0.0256
adders and majority gates: 1 / 0.00800
other: 1 / 0.00240
xor gates and xnor gates: 1 / 0.00560
## path summary, 6_finish.rpt
kind / end / slack, ns / startpoint
setup reg to reg: reseting$_DFFE_PP_ / 2.71 / counter[0]$_SDFFE_PN0P_
hold reg to reg: extern_pll_rst_sync$_DFF_P_ / 0.33 / extern_pll_rst_reg$_DFF_P_
setup / recovery: pll_rst / 2.70 / pll_rst$_SDFFE_PN1P_
hold / removal: extern_pll_rst_sync$_DFF_P_ / 0.33 / extern_pll_rst_reg$_DFF_P_
No activity file was given, so power comes from the tool's default toggle rates.
