===== /design/flow/design.v =====
package Utils_Pkg;
endpackage
interface int_source_if (
    input mextern_int,
    input msoftware_int,
    input mtimer_int,
    input [30:0] custom_int_code   
);
  modport hart(input mextern_int, msoftware_int, mtimer_int, custom_int_code);
endinterface
package Exception_Pkg;
  localparam int USED_CODE_LEN = 5;
  localparam bit [USED_CODE_LEN-1:0] INST_ADDR_MISALIGNED = 'd0;
  localparam bit [USED_CODE_LEN-1:0] INST_ACCESS_FAULT = 'd1;
  localparam bit [USED_CODE_LEN-1:0] ILLEGAL_INST = 'd2;
  localparam bit [USED_CODE_LEN-1:0] BREAKPOINT = 'd3;
  localparam bit [USED_CODE_LEN-1:0] LOAD_ADDRESS_MISALIGNED = 'd4;
  localparam bit [USED_CODE_LEN-1:0] LOAD_ACCESS_FAULT = 'd5;
  localparam bit [USED_CODE_LEN-1:0] STORE_AMO_ADDRESS_MISALIGNED = 'd6;
  localparam bit [USED_CODE_LEN-1:0] STORE_AMO_ACCESS_FAULT = 'd7;
  localparam bit [USED_CODE_LEN-1:0] ECALL_FROM_U_MODE = 'd8;
  localparam bit [USED_CODE_LEN-1:0] ECALL_FROM_S_MODE = 'd9;
  localparam bit [USED_CODE_LEN-1:0] ECALL_FROM_M_MODE = 'd11;
  localparam bit [USED_CODE_LEN-1:0] INST_PAGE_FAULT = 'd12;
  localparam bit [USED_CODE_LEN-1:0] LOAD_PAGE_FAULT = 'd13;
  localparam bit [USED_CODE_LEN-1:0] STORE_AMO_PAGE_FAULT = 'd15;
  localparam bit [USED_CODE_LEN-1:0] DOUBLE_TRAP = 'd16;
  localparam bit [USED_CODE_LEN-1:0] SOFTWARE_CHECK = 'd18;
  localparam bit [USED_CODE_LEN-1:0] HARDWARE_ERROR = 'd19;
  localparam bit [30:0] MACHINE_SOFTWARE_INT = 31'd3;
  localparam bit [30:0] MACHINE_TIMER_INT = 31'd7;
  localparam bit [30:0] MACHINE_EXTERNAL_INT = 31'd11;
  localparam bit [30:0] COUNTER_OVERFLOW_INT = 31'd13;
  typedef struct packed {
    logic raise;
    logic [USED_CODE_LEN-1:0] code;
  } exception_t;
endpackage
package M_Inst_Pkg;
  localparam bit [6:0] RV32M_OP_M = 7'b0110011;
  localparam bit [2:0] RV32M_MUL = 3'b000;
  localparam bit [2:0] RV32M_MULH = 3'b001;
  localparam bit [2:0] RV32M_MULHSU = 3'b010;
  localparam bit [2:0] RV32M_MULHU = 3'b011;
  localparam bit [2:0] RV32M_DIV = 3'b100;
  localparam bit [2:0] RV32M_DIVU = 3'b101;
  localparam bit [2:0] RV32M_REM = 3'b110;
  localparam bit [2:0] RV32M_REMU = 3'b111;
  localparam bit [6:0] RV64M_OP_M = 7'b0111011;
  localparam bit [2:0] RV64M_MULW = 3'b000;
  localparam bit [2:0] RV64M_DIVW = 3'b100;
  localparam bit [2:0] RV64M_DIVUW = 3'b101;
  localparam bit [2:0] RV64M_REMW = 3'b110;
  localparam bit [2:0] RV64M_REMUW = 3'b111;
endpackage
package RV32I_Inst_Pkg;
  localparam bit [6:0] RV32I_OP_R = 7'b0110011;
  localparam bit [2:0] RV32I_ADD_SUB = 3'b000;
  localparam bit [2:0] RV32I_SLL = 3'b001;
  localparam bit [2:0] RV32I_SLT = 3'b010;
  localparam bit [2:0] RV32I_SLTU = 3'b011;
  localparam bit [2:0] RV32I_XOR = 3'b100;
  localparam bit [2:0] RV32I_SRL_SRA = 3'b101;
  localparam bit [2:0] RV32I_OR = 3'b110;
  localparam bit [2:0] RV32I_AND = 3'b111;
  localparam bit [6:0] RV32I_OP_I = 7'b0010011;
  localparam bit [2:0] RV32I_ADDI = 3'b000;
  localparam bit [2:0] RV32I_SLTI = 3'b010;
  localparam bit [2:0] RV32I_SLTIU = 3'b011;
  localparam bit [2:0] RV32I_XORI = 3'b100;
  localparam bit [2:0] RV32I_ORI = 3'b110;
  localparam bit [2:0] RV32I_ANDI = 3'b111;
  localparam bit [2:0] RV32I_SLLI = 3'b001;
  localparam bit [2:0] RV32I_SRLI_SRAI = 3'b101;
  localparam bit [6:0] RV32I_OP_L = 7'b0000011;
  localparam bit [2:0] RV32I_LB = 3'b000;
  localparam bit [2:0] RV32I_LH = 3'b001;
  localparam bit [2:0] RV32I_LW = 3'b010;
  localparam bit [2:0] RV32I_LBU = 3'b100;
  localparam bit [2:0] RV32I_LHU = 3'b101;
  localparam bit [6:0] RV32I_OP_JALR = 7'b1100111;
  localparam bit [6:0] RV32I_OP_FENCE = 7'b0001111;
  localparam bit [6:0] RV32I_OP_S = 7'b0100011;
  localparam bit [2:0] RV32I_SB = 3'b000;
  localparam bit [2:0] RV32I_SH = 3'b001;
  localparam bit [2:0] RV32I_SW = 3'b010;
  localparam bit [6:0] RV32I_OP_B = 7'b1100011;
  localparam bit [2:0] RV32I_BEQ = 3'b000;
  localparam bit [2:0] RV32I_BNE = 3'b001;
  localparam bit [2:0] RV32I_BLT = 3'b100;
  localparam bit [2:0] RV32I_BGE = 3'b101;
  localparam bit [2:0] RV32I_BLTU = 3'b110;
  localparam bit [2:0] RV32I_BGEU = 3'b111;
  localparam bit [6:0] RV32I_OP_LUI = 7'b0110111;
  localparam bit [6:0] RV32I_OP_AUIPC = 7'b0010111;
  localparam bit [6:0] RV32I_OP_JAL = 7'b1101111;
  localparam bit [6:0] RV32I_OP_SYSTEM = 7'b1110011;
  localparam bit [2:0] RV32I_PRIVILEGED = 3'b000;
  localparam bit [11:0] RV32I_FUNCT12_ECALL = 12'b0000000_00000;
  localparam bit [11:0] RV32I_FUNCT12_EBREAK = 12'b0000000_00001;
  localparam bit [11:0] RV32I_FUNCT12_SRET = 12'b0001000_00010;
  localparam bit [11:0] RV32I_FUNCT12_MRET = 12'b0011000_00010;
  localparam bit [11:0] RV32I_FUNCT12_WFI = 12'b0001000_00101;
  localparam bit [11:0] RV32I_FUNCT12_VMA = 12'b0001001_00000;
  localparam bit [2:0] ZICSR_CSRRW = 3'b001;
  localparam bit [2:0] ZICSR_CSRRS = 3'b010;
  localparam bit [2:0] ZICSR_CSRRC = 3'b011;
  localparam bit [2:0] ZICSR_CSRRWI = 3'b101;
  localparam bit [2:0] ZICSR_CSRRSI = 3'b110;
  localparam bit [2:0] ZICSR_CSRRCI = 3'b111;
  localparam bit [31:0] INST_NOP = 32'h00000013;
  localparam bit [31:0] INST_MRET = 32'h30200073;
  localparam bit [31:0] INST_RET = 32'h00008067;
  typedef struct packed {
    logic [6:0] funct7;
    logic [4:0] rs2;
  } low_unpack_t;
  typedef union packed {
    logic [11:0] imm;
    low_unpack_t unpack;
  } low_area_t;
  typedef struct packed {
    low_area_t  low_area;
    logic [4:0] rs1;
    logic [2:0] funct3;
  } upper_unpack_t;
  typedef union packed {
    logic [19:0]   imm;
    upper_unpack_t unpack;
  } upper_area_t;
  typedef struct packed {
    upper_area_t upper_area;
    logic [4:0]  rd_area;
    logic [6:0]  opcode;
  } rv32i_inst_t;
  localparam bit [4:0] X1_RA = 5'd1;
  localparam bit [4:0] X2_SP = 5'd2;
  localparam bit [4:0] X3_GP = 5'd3;
  localparam bit [4:0] X4_TP = 5'd4;
endpackage
module AlignedRAM_Adapter (
    input [1:0] write_size,
    input [1:0] write_byte_offset,
    input [31:0] raw_wdata,
    output logic [31:0] wdata,
    output logic [3:0] byte_en,
    input [1:0] read_byte_offset,
    input [3:0][7:0] byte_rdata,
    output logic [31:0] rdata
);
  always_comb begin
    byte_en = 4'b0;
    wdata   = raw_wdata;
    if (write_size == 2'b10) begin
      byte_en = 4'b1111;
    end else if (write_size == 2'b01) begin
      wdata = {raw_wdata[15:0], raw_wdata[15:0]};
      unique case (write_byte_offset)
        2'd0: byte_en = 4'b0011;
        2'd2: byte_en = 4'b1100;
        default: ;
      endcase
    end else begin
      wdata = {4{raw_wdata[7:0]}};
      unique case (write_byte_offset)
        2'd0: byte_en = 4'b0001;
        2'd1: byte_en = 4'b0010;
        2'd2: byte_en = 4'b0100;
        2'd3: byte_en = 4'b1000;
      endcase
    end
  end
  always_comb begin
    rdata = 'x;
    unique case (read_byte_offset)
      2'd0: rdata = byte_rdata;   
      2'd1: rdata[7:0] = byte_rdata[1];   
      2'd2: rdata[15:0] = byte_rdata[3:2];   
      2'd3: rdata[7:0] = byte_rdata[3];   
    endcase
  end
endmodule

===== /design/flow/run.sh =====
#!/bin/bash
# OpenROAD 26Q1-2900-gdf79404cd8, Yosys 0.63+post, stock flow scripts
make -C /OpenROAD-flow-scripts/flow DESIGN_CONFIG=/design/flow/config.mk WORK_HOME=/design/flow/orfs finish

===== /design/flow/config.mk =====
export PLATFORM = sky130hd
export DESIGN_NAME = AlignedRAM_Adapter
export DESIGN_NICKNAME = AlignedRAM_Adapter
export VERILOG_FILES = /design/flow/design.v
export SDC_FILE = /design/flow/constraint.sdc
export NUM_CORES = 4
export LEC_CHECK = 1
export CORE_AREA = 10 10 78 78
export DIE_AREA = 0 0 88 88

===== /design/flow/constraint.sdc =====
current_design AlignedRAM_Adapter

set clk_period 2.7
set clk_io_pct 0.2

create_clock -name clk0 -period $clk_period

set non_clock_inputs [all_inputs -no_clocks]
set_input_delay [expr $clk_period * $clk_io_pct] -clock clk0 $non_clock_inputs
set_output_delay [expr $clk_period * $clk_io_pct] -clock clk0 [all_outputs]

==> run_results.csv <==
group,metric,value,unit
status,status,"complete, no violations",
detailed_routing,wl_per_cell,17.5,microns
logic_synthesis,ys_sh_simple,17.9,%
global_routing,use_met3,9.07,%
logic_synthesis,yosysCellCount,111,
critical_path,crit_chain,"dlygate4sd2_1, buf_4, xnor2_1, buf_4, a211oi_1, clkdlybuf4s50_1",
timing,fmax,385,MHz
flow_run,warnings,32,
placed_design,place_congestion,0.807,
logic_synthesis,ys_sh_adder,0,%
layout,mostFrequentLayoutCells,"clkdlybuf4s50_1 (133), mux2_2 (24), buf_4 (17), nor3b_1 (16), inv_1 (9)",
worst_hold_path,holdPathEnd,"byte_en[1]",
critical_path,cp.required,2160,ps
clock_network,post_cts_buffers,0,
layout,drive_gt1_share,23.9,%
detailed_routing,firstDrtPassIters,3,
critical_path,crit_top_cell,"buf_4",
logic_synthesis,area_leaders,"mux2_2 (27%), buf_4 (19%), mux4_2 (18%)",
pwr,p_leak,0.923,nW
pwr,power_density,169,nW/um^2
logic_synthesis,aoi_share,8.56,%
detailed_routing,n_antenna_cell,0,
critical_path,crit_fanout,4,
floorplanning,rows,24,
placed_design,dp_hpwl,4580,microns
detailed_routing,routed_wl,5090,microns
logic_synthesis,ys_area,993,sq um
global_routing,grt_max_degree,12,
logic_synthesis,synth-xor-area-share,2.52,%
floorplanning,core,4410,sq um
detailed_routing,vias_per_cell,4.52,
logic_synthesis,mux_area_share,45.3,%
layout,seq_area,0,sq um
critical_path,cp.arrival,2060,ps
flow_run,drv_cap,0,
layout,seq_cells,0,
worst_hold_path,hold_path_class,"in -> out",
floorplanning,dieArea,7740,sq um
logic_synthesis,top_logic_kind,"multiplexers",
layout,layout_top_cell,"clkdlybuf4s50_1",
floorplanning,fp_util,22.5,%
detailed_routing,vias,1312,
global_routing,overflow,0,
logic_synthesis,synth_seq_share,0,%
timing,rsz0062_at_grt,"false",
global_routing,use_met2,21.1,%
floorplanning,die_h,88,microns
layout,area.growth.synth_to_final,141,%
timing,setup_viol,0,
global_routing,grt_pass1_vias,1498,
layout,utilization,54.3,%
global_routing,grtUsageTotal,12.1,%
detailed_routing,drc_errors,0,
critical_path,path_class,"in -> out",
logic_synthesis,syn_area,993,sq um
worst_hold_path,hp-start,"write_size[1]",
critical_path,crit_path_max_incr_delay,520,ps
global_routing,grt-busiest-layer,"met2",
logic_synthesis,synth_top_cell_by_area,"mux2_2",
global_routing,grt_pass1_wl,7570,microns
detailed_routing,drtAntennaViolNets,0,
logic_synthesis,syn_inst,111,
detailed_routing,drt_iter0_drc,28,
layout,n_clock_buffer,0,
timing,hold_violations,0,
timing,worstMarginPinSlew,240,ps
logic_synthesis,yosys_warnings,1,
placed_design,portBuffers,138,
pwr,finalPower,0.404,mW
floorplanning,fp.dieW,88,microns
critical_path,cp_slowest_cell,"clkdlybuf4s50_1",
logic_synthesis,avgSynthCellArea,8.95,sq um
logic_synthesis,top_cell_area_share,27.2,%
critical_path,cp-end-kind,"output pin",
pwr,peakVddDrop,0.0754,mV
logic_synthesis,synth_cell_types,18,
floorplanning,num_io_pins,138,
critical_path,critPathLaunchType,"input pin",
global_routing,met1_usage,12.1,%
worst_hold_path,hold_depth,4,
timing,period_used_share,96.3,%
timing,maxSlewViolCount,0,
timing,maxSlewHeadroom,83.9,%
global_routing,antenna_found_initial,0,
timing,fin_crit,2600,ps
[cells by family after synthesis]
| group | Yosys count |
|---|---|
| buffers and inverters | 41 |
| muxes | 32 |
| and+or+nand+nor | 24 |
| AOI/OAI and AO/OA | 12 |
| xor gates and xnor gates | 2 |
[Yosys cell counts]
| master | instances |
|---|---|
| buf_4 | 25 |
| mux2_2 | 24 |
| nor3b_1 | 16 |
| inv_1 | 9 |
| a211oi_1 | 8 |
| mux4_2 | 8 |
| buf_2 | 6 |
| nand2b_1 | 3 |
| o211ai_1 | 2 |
| o21ai_0 | 2 |
| and2b_1 | 1 |
| clkbuf_1 | 1 |
| nand2_1 | 1 |
| nor2b_1 | 1 |
| or4b_2 | 1 |
| or4bb_1 | 1 |
| xnor2_1 | 1 |
| xor2_2 | 1 |
[per-layer routing]
metal	share of wire (%)	up-vias
li1	-	647
met1	34	584
met2	48	81
met3	19	0
met4	0	0
met5	0	-
[through the flow]
step / hold WS, ps / std cells / TNS (ps) / area [sq um] / worst slack, ps
final: 1800 / 290 / 0 / 2400 / 99.3
after CTS: 1800 / 290 / 0 / 2380 / 4.75
after floorplan: 1110 / 111 / 0 / 993 / 766
after global routing: 1850 / 290 / 0 / 2400 / 12.7
after global placement: 1920 / 290 / -2710 / 2380 / -161
after detailed placement: 1910 / 290 / -2810 / 2380 / -161
[area by class of cell]
class,count,area [sq um]
fillers,365,2020
inverters,9,33.8
multi-input cells,70,746
well taps,52,65.1
repair buffers,159,1550
[worst max-delay path: cells and delay by family]
kind | cells | cell delay, ps
buffers and inverters | 4 | 1110
AND-OR/OR-AND | 1 | 270
XOR/XNOR | 1 | 140
[worst max-delay path by stage]
stage | from | endpoint | depth (start not counted)
after global routing | write_size[1] | wdata[29] | 6
after CTS | read_byte_offset[0] | rdata[2] | 4
final | write_size[1] | wdata[25] | 6
[power by group]
| part | switching, mW | internal [mW] | leakage [nW] |
|---|---|---|---|
| sequential | 0 | 0 | 0 |
| combinational | 0.0999 | 0.305 | 0.923 |
| clock | 0 | 0 | 0 |
| total | 0.0999 | 0.305 | 0.923 |
[what timing repair did]
item	in CTS	in global routing
hold buffers	0	0
endpoints found under the setup margin	26	9
endpoints found under the hold margin	0	0
pin swaps	1	0
resized	7	4
Power figures rest on the tool's default switching activity, not on a simulated workload.
